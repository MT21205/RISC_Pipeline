**flow/design.v**
```verilog
`timescale 1ns / 1ps
module ID_EX_reg(input clk,
                 input[31:0] Operand_A_val_In,  
                 input[31:0] Operand_B_val_In,  
                 input[31:0] RD_Data_In,
                 input[31:0] Immx_Data_In,
                 input[4:0] Inst_Type_In,
                 input branch_kill_flag_In,
                 input[4:0] RD_Addr_In,
                 input[1:0] Fwd_Flag_In,
                 input[31:0] RS1_Fwd_Data_In,
                 input[31:0] RS2_Fwd_Data_In,
                 input[9:0] Operation_Type_In,
                 output reg[31:0] Operand_A_val_Out,
                 output reg[31:0] Operand_B_val_Out,
                 output reg[31:0] RD_Data_Out,
                 output reg[31:0] Immx_Data_Out,
                 output reg[4:0] Inst_Type_Out,
                 output reg[9:0] Operation_Type_Out,
                 output reg[4:0] RD_Addr_Out
                );
    initial
    begin
        Operand_A_val_Out <= 32'dx;
        Operand_B_val_Out <= 32'dx;
        RD_Data_Out <= 32'dx;
        Immx_Data_Out <= 32'dx;
        Inst_Type_Out <= 5'dx;
        RD_Addr_Out <= 5'dx;
        Operation_Type_Out <= 9'dx;
    end
    always@(posedge clk)
    begin
        if(branch_kill_flag_In == 1'd1)
        begin
            Operand_A_val_Out <= 32'dx;
            Operand_B_val_Out <= 32'dx;
            Immx_Data_Out <= 32'dx;
            Inst_Type_Out <= 5'dx;
            RD_Addr_Out <= 5'dx; 
            Operation_Type_Out <= 9'dx;
            RD_Data_Out <= 32'dx;   
        end
        else
        begin
            RD_Data_Out <= RD_Data_In;
            if(Fwd_Flag_In[0] == 1'b1)
                Operand_A_val_Out <= RS1_Fwd_Data_In;
            else
                Operand_A_val_Out <= Operand_A_val_In;
            if(Fwd_Flag_In[1] == 1'b1)
                Operand_B_val_Out <= RS2_Fwd_Data_In;
            else
                Operand_B_val_Out <= Operand_B_val_In;
            Immx_Data_Out <= Immx_Data_In;
            Inst_Type_Out <= Inst_Type_In;
            RD_Addr_Out <= RD_Addr_In;
            Operation_Type_Out <= Operation_Type_In;
        end
    end
endmodule
```
**flow/run.sh**
```bash
#!/bin/bash
# OpenROAD 26Q1-2900-gdf79404cd8, Yosys 0.63+post, stock flow scripts
make -C /OpenROAD-flow-scripts/flow DESIGN_CONFIG=/design/flow/config.mk WORK_HOME=/design/flow/orfs finish
```
**flow/config.mk**
```make
export PLATFORM = sky130hd
export DESIGN_NAME = ID_EX_reg
export DESIGN_NICKNAME = ID_EX_reg
export VERILOG_FILES = /design/flow/design.v
export SDC_FILE = /design/flow/constraint.sdc
export NUM_CORES = 4
export LEC_CHECK = 1
export CORE_AREA = 10 10 177 177
export DIE_AREA = 0 0 187 187
```
**flow/constraint.sdc**
```tcl
current_design ID_EX_reg

set clk_period 1.0
set clk_io_pct 0.2

create_clock -name clk0 -period $clk_period [get_ports {clk}]

set non_clock_inputs [all_inputs -no_clocks]
set_input_delay [expr $clk_period * $clk_io_pct] -clock clk0 $non_clock_inputs
set_output_delay [expr $clk_period * $clk_io_pct] -clock clk0 [all_outputs]
```
==> results.rst <==
Synthesis and place-and-route
=============================

.. list-table::
   :header-rows: 1

   * - Metric
     - Value
   * - Share of post-route cells with drive strength above 1
     - 47.1%
   * - Tally of filler cells in the layout
     - 2869
   * - Register clock-pin slew on the reported worst setup and hold paths
     - 80 ps
   * - M3 GR Usage
     - 5.15%
   * - Final setup viols
     - 147
   * - Buffer depth of the longest clock path
     - 2
   * - Routed length per instance
     - 17.0 µm
   * - Violated checks
     - setup timing
   * - Cts hold-fix bufs
     - 0
   * - Post-synthesis cell area
     - 4060 µm²
   * - Top Ports
     - 364
   * - CP Cell Sequence
     - buf_2
   * - Inst Count DP
     - 959
   * - Classification of the worst-slack hold path
     - primary input to flop
   * - Number of detailed-route iterations in the first pass
     - 2
   * - Mapped Cells
     - 221
   * - Global-route wire length before repair
     - 24400 µm
   * - Std-Cell Rows
     - 61
   * - Worst hold start
     - RD_Data_In[24]
   * - Number of buffers created by CTS
     - 17
   * - Peak supply drop
     - 0.868 mV
   * - Total routed wirelength
     - 16900 µm
   * - H-tree Lvls
     - 4
   * - Post-layout utilization of the core
     - 29.4%
   * - Sequential share of the synthesized area
     - 73.0%
   * - Number of global-route vias before repair
     - 3392
   * - Final worst-path cycle share
     - 106%
   * - Chip height
     - 187 µm
   * - Number of antenna violations at the first check in global routing
     - 3
   * - CTS tree
     - yes
   * - CORE AREA
     - 27600 µm²
   * - Power density over the cells
     - 1810 nW/µm²
   * - Timing-limited maximum frequency
     - 0.940 GHz
   * - Setup TNS after final layout
     - -3720 ps
   * - Horizontal extent of the die
     - 187 µm
   * - Max Transition Viols Final
     - 0
   * - Global routing usage summed across all routing layers
     - 9.49%
   * - Final HPWL DP
     - 14400 µm
   * - Routing usage on met1
     - 10.5%
   * - Pre-CTS WS
     - -88.1 ps
   * - Buffers plus inverters on the worst setup path
     - 1
   * - Largest net degree at the start of global routing
     - 23
   * - Buffer cell driving the clock tree root
     - sky130_fd_sc_hd__clkbuf_16
   * - Warnings, synthesis
     - 1
   * - Total number of cells along the worst setup path
     - 1
   * - Number of DRC violations after detailed-routing iteration 0
     - 44
   * - Setup Fix Bufs, Post-CTS
     - 0
   * - Critical path capture point type
     - output pin
   * - Worst setup path end
     - Operand_B_val_Out[4]
   * - Global-route track usage on met2
     - 16.3%
   * - Resized Gates After CTS
     - 522
   * - Total overflow reported by the global router
     - 0
   * - Reported max-cap violation count
     - 0
   * - Unique masters post-synth
     - 6
   * - Chip area in the Yosys report
     - 4060 µm²
   * - Flop and latch count out of synthesis
     - 148
   * - Via-to-Cell Ratio
     - 3.12
   * - Post-route setup slack
     - -63.4 ps
   * - Run status
     - complete, but fails checks
   * - FP Core Util
     - 14.7%
   * - Average footprint of a synthesized cell
     - 18.4 µm²
   * - Warning total across the stage logs
     - 27
   * - # Cells Yosys
     - 221
   * - Remaining routing DRC violations
     - 0
   * - Clock sink count
     - 148
   * - Standby leakage power
     - 0.00356 µW
   * - Synthesis-to-finish area growth
     - 100%
   * - Critical setup path kind
     - flop to output pin
   * - Cell type of the slowest stage on the worst timing path
     - sky130_fd_sc_hd__dfxtp_2
   * - RSZ-0062 raised after global routing
     - yes
   * - Largest stage delay, worst path
     - 330 ps
   * - Post-route minimum period
     - 1060 ps
   * - Final standard cell count with taps included and fillers excluded
     - 993
   * - Final hold violations
     - 0
   * - Slew at the pin with the worst max-slew slack
     - 183 ps
   * - Port Buf Inserts
     - 363
   * - Slew margin rel.
     - 87.8%
   * - Vias after detailed routing
     - 3094
   * - Cell type group with the largest total delay on the critical path
     - flip-flops
   * - Remaining antenna violation count after routing
     - 0
   * - First element of the critical path
     - Operand_B_val_Out[4]$_DFF_P_
   * - Die Size
     - 35000 µm²
   * - Worst endpoint required time
     - 800 ps
   * - Data arrival time at the worst-slack endpoint
     - 860 ps
   * - GP Congestion
     - 0.790
   * - Kind of start point of the critical path
     - flop
   * - Most crowded layer after global routing
     - met2
   * - Peak fanout along the critical path
     - 1
[where the power goes]
part           switching [µW]  internal (µW)
clock network            3030           3640
registers                95.3           6300
logic                     359           1320
total                    3480          11300
[state kept, by name, summed over array words and instances (netlist names)]
register	count
Operation_Type_Out	10
Operand_A_val_Out	32
Operand_B_val_Out	32
Immx_Data_Out	32
RD_Addr_Out	5
RD_Data_Out	32
Inst_Type_Out	5
[worst min-delay path by stage]
stage	to	slack, ps	depth (start not counted)
4_1_cts	RD_Data_Out[24]$_DFF_P_	180	1
5_1_grt	Immx_Data_Out[1]$_DFF_P_	180	1
6_report	RD_Data_Out[24]$_DFF_P_	210	1
[synth_stat cells]
cell type,number,area [µm²]
sky130_fd_sc_hd__buf_12,6,120
sky130_fd_sc_hd__nor2b_1,1,6.26
sky130_fd_sc_hd__buf_6,2,22.5
sky130_fd_sc_hd__mux2_2,4,45.0
sky130_fd_sc_hd__dfxtp_1,148,2960
sky130_fd_sc_hd__mux2_4,60,901
[cell usage in the layout (no fill, tap or decap)]
cell type and n:
sky130_fd_sc_hd__clkinv_8 5, sky130_fd_sc_hd__buf_12 3, sky130_fd_sc_hd__clkdlybuf4s50_1 213, sky130_fd_sc_hd__mux2_2 4
sky130_fd_sc_hd__dfxtp_1 110, sky130_fd_sc_hd__nor2b_1 1, sky130_fd_sc_hd__buf_6 16, sky130_fd_sc_hd__buf_4 2
sky130_fd_sc_hd__clkinv_4 1, sky130_fd_sc_hd__inv_8 5, sky130_fd_sc_hd__bufinv_16 1, sky130_fd_sc_hd__diode_2 2
sky130_fd_sc_hd__inv_6 2, sky130_fd_sc_hd__clkbuf_16 17, sky130_fd_sc_hd__clkinvlp_4 1, sky130_fd_sc_hd__buf_2 134
sky130_fd_sc_hd__mux2_4 60, sky130_fd_sc_hd__dfxtp_2 38
[final cells by class]
| cell class | instances | area [µm²] | area share (%) |
|---|---|---|---|
| Clock inverter | 15 | 201 | 2.48 |
| Tap cell | 378 | 473 | 5.82 |
| Timing Repair Buffer | 368 | 3060 | 37.6 |
| Multi-Input combinational cell | 65 | 952 | 11.7 |
| Sequential cell | 148 | 3010 | 37.0 |
| Antenna cell | 2 | 5.00 | 0.0616 |
| Clock buffer | 17 | 425 | 5.24 |
[kinds of logic after synthesis]
logic type	after synthesis	share of synthesized area, %
flops	148	73.0
simple gates	1	0.154
buf+inv	8	3.52
mux	64	23.3
[metal layers]
layer / wire, µm / share of wire [%]
met5: 0 / 0
met3: 1900 / 11
met4: 199 / 1.2
met1: 6280 / 37
met2: 8490 / 50
[through the flow]
step	hold WS (ps)	total power, µW	area (µm²)
final	211	14700	8130
after global routing	178	15500	8120
after CTS	181	15100	8040
after detailed placement	644	8570	8090
after global placement	635	8560	8090
after floorplan	228	6840	4060
Power is estimated from default activity; no workload was simulated.
