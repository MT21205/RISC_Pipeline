==> design/flow/design.v <==
`timescale 1ns / 1ps
module Forward_Unit(
			input [4:0] ID_RD_Addr_In,
			input [4:0] EX_RD_Addr_In,      
			input [4:0] MEM_RD_Addr_In,
			input [4:0] WB_RD_Addr_In,
			input [4:0] ID_RS1_Addr_In,
			input [4:0] ID_RS2_Addr_In,
			input [4:0] EX_Inst_Type_In,
			input [31:0] EX_Result_In,
			input [31:0] MA_Result_In,
			input [31:0] WB_Result_In,
			input clk,
			output reg [1:0] Forward_RS_Flag_Out,
			output reg stall_ctrl_out,
			output reg [31:0] Fwd_RS1_Result_Out,
			output reg [31:0] Fwd_RS2_Result_Out
			);  
    parameter IMMEDIATE_TYPE = 5'b00100;			
    parameter REGISTER_TYPE = 5'b01100;				
    parameter LOAD_TYPE = 5'b00000;					
    parameter STORE_TYPE = 5'b01000;				
    parameter BRANCH_TYPE = 5'b11000;				
    parameter MAC_TYPE = 5'b11111;
    initial
    begin
        Forward_RS_Flag_Out <= 2'd0;
		stall_ctrl_out <= 0;
		Fwd_RS1_Result_Out <= 32'd0;
		Fwd_RS2_Result_Out <= 32'd0;
    end
	always@(negedge clk)
	begin        
        if(EX_Inst_Type_In == LOAD_TYPE)   
        begin                  
               if((EX_RD_Addr_In == ID_RS1_Addr_In) || (EX_RD_Addr_In == ID_RS2_Addr_In))
                    stall_ctrl_out <= 1'b1;
        end
      else
      begin
        stall_ctrl_out <= 0;
        if(EX_RD_Addr_In == ID_RS1_Addr_In)
        begin
            Fwd_RS1_Result_Out <= EX_Result_In;
            Forward_RS_Flag_Out[0] <= 1'b1;
        end
        else if(MEM_RD_Addr_In == ID_RS1_Addr_In)
        begin
            Fwd_RS1_Result_Out <= MA_Result_In;
            Forward_RS_Flag_Out[0] <= 1'b1;
        end
        else if(WB_RD_Addr_In == ID_RS1_Addr_In)
        begin
            Fwd_RS1_Result_Out <= WB_Result_In;
            Forward_RS_Flag_Out[0] <= 1'b1;
        end
        else
            Forward_RS_Flag_Out[0] <= 1'b0;
        if(EX_RD_Addr_In == ID_RS2_Addr_In)
        begin
            Fwd_RS2_Result_Out <= EX_Result_In;
            Forward_RS_Flag_Out[1] <= 1'b1;
        end
        else if(MEM_RD_Addr_In == ID_RS2_Addr_In)
        begin
            Fwd_RS2_Result_Out = MA_Result_In;
            Forward_RS_Flag_Out[1] <= 1'b1;
        end
        else if(WB_RD_Addr_In == ID_RS2_Addr_In)
        begin
            Fwd_RS2_Result_Out <= WB_Result_In;
            Forward_RS_Flag_Out[1] <= 1'b1;
        end
        else
            Forward_RS_Flag_Out[1] <= 1'b0;
      end
    end
endmodule
==> design/flow/run.sh <==
#!/bin/bash
# OpenROAD 26Q1-2900-gdf79404cd8, Yosys 0.63+post, stock flow scripts
make -C /OpenROAD-flow-scripts/flow DESIGN_CONFIG=/design/flow/config.mk WORK_HOME=/design/flow/orfs finish
==> design/flow/config.mk <==
export PLATFORM = sky130hd
export DESIGN_NAME = Forward_Unit
export DESIGN_NICKNAME = Forward_Unit
export VERILOG_FILES = /design/flow/design.v
export SDC_FILE = /design/flow/constraint.sdc
export NUM_CORES = 4
export LEC_CHECK = 1
export CORE_UTILIZATION = 30
==> design/flow/constraint.sdc <==
current_design Forward_Unit

set clk_period 8.0
set clk_io_pct 0.2

create_clock -name clk0 -period $clk_period [get_ports {clk}]

set non_clock_inputs [all_inputs -no_clocks]
set_input_delay [expr $clk_period * $clk_io_pct] -clock clk0 $non_clock_inputs
set_output_delay [expr $clk_period * $clk_io_pct] -clock clk0 [all_outputs]
==> summary.txt <==
Here are the numbers from the latest Yosys + OpenROAD run.

In this run the register-to-register setup slack is 7.30 ns. For the worst flop-to-flop path, the logic depth is 1. The final worst slack is 0.662 ns.

The number of nets with antenna violations after detailed routing is 0. In the final report, the number of endpoints failing setup comes to 0. The synthesized netlist was found by Yosys to have 430 cells.

Counting the warning lines in the Yosys log gives 1. In the final layout, the share of cells above drive strength 1 is 0.0767. Yosys reports that the most numerous cell types are 68 x nand3_1, 66 x edfxtp_1, 66 x nor3_1. The overall fraction of global-route tracks in use is 0.226.

The vias after detailed routing is 4616. The critical path is of the input port to register type. The die area came out at 14300 µm². The routed wire length is 15600 µm. The distinct cell type count after synthesis is 22. The congestion estimate from routability-driven global placement came to 0.795. For reference, the final report shows the max-slew violation count at 0. The endpoint of the worst register-to-register path is stall_ctrl_out. The number of inserted diodes came out at 0. The netlist area before placement is 4150 µm².

Per the hold report, the tightest min-delay path originates at stall_ctrl_out. The pin count of the biggest net entering global routing is 33. The iteration tally of the first detailed-router pass came out at 6. The worst-skew pair later-pin latency is 0.39 ns. The row count is 42. The detailed router finished its first iteration with 363 violations. In this run, synthesis inferred 66 flip-flops with an integrated enable. Counting flops and latches in the post-synthesis netlist gives 67. The number of global-route vias before repair was 4840. The worst-case setup slack after placement is 0.320 ns.

The reported leakage power is 2.36 nW. The portion of synthesized cell area occupied by the leading cell type came out at 0.478. The clock skew came out at 0 ns. The kind of end point of the critical path is a register. The total count of hold-check failures in the final report is 0. The pin closest to its max-slew limit shows a slew of 0.845 ns. The data arrival time at the worst-slack endpoint came out at 3.40 ns.

The H-tree level count came out at 3. Per Yosys stat, the portion of area used by sequential elements is 0.483. The core region is 13300 µm². The run finished with clean final reports. Dividing the detail-routed wire length by the instance count gives 18.3 µm. The maximum count of clock buffers along a single path came out at 2. The accumulated negative setup slack is 0 ns. Setup repair after global routing left no endpoint under its margin. TritonCTS reports the number of clock sinks as 67. The endpoint of the worst hold path is stall_ctrl_out. For the completed layout, the total cell area is recorded as 6780 µm². Sorting the synthesized cells by area gives the leading types as edfxtp_1 48%, nand3_1 8.2%, nor3_1 8.0%. Per the CTS log, the root buffer master is clkbuf_16. After clock tree synthesis, the flow added hold-fix buffers numbering 0. The most used standard cell by instance count after synthesis is nand3_1. In this run the tightest slew margin relative to its limit is 0.437. The I/O pin count came out at 199. The min-delay analysis places its worst path in the category register to register.

On the reported timing paths, the clock transition at the registers reads 0.04 ns. The worst setup path is launched from an input port. The routed via count divided by cell count is 5.41. The detailed placement HPWL is 10100 µm.

The launch point of the worst register-to-register path is recorded as stall_ctrl_out. The maximum ir drop on the vdd rail is 105 µV. In this run the horizontal extent of the chip is 120 µm. The number of max-cap violations is 0.

Each instance of the synthesized netlist takes up on average 9.65 µm². For this configuration, the core starts out at a cell density of 0.311. The detailed-route DRC error count came out at 0. The wire length of the first global-routing pass came out at 24100 µm. The synthesis report gives the async set-or-reset register share as 0. The placement report lists the number of port buffers as 193. Max fanout on the critical path was recorded as 32. The placement stage leaves a total instance area of 6220 µm².

The layout overhead on the synthesized area came out at 63.4%. The number of buffers added by the clock tree synthesis step is 9. The number of OpenROAD warnings is 97.

The report lists the power per cell area as 189 nW/µm². The number of setup buffers added after CTS came out at 0. The worst hold slack came out at 0.489 ns.

The initial antenna violation count is 0. The chip area in the Yosys report came out at 4150 µm². The required time reported for the critical path endpoint came out at 4.06 ns. The number of instances in the synthesized netlist is 430. In the synthesized netlist the dominant register cell turns out to be edfxtp_1.

Along the worst hold path, the cell count comes to 1. TritonCTS built the clock tree. The total of cells resized after clock tree synthesis came out at 0. Recorded from the global router log, the overflow total was 0. The die height is 120 µm. The cell accounting for the most synthesized area is edfxtp_1.
==> flip-flops by register name (all words and copies together) (netlist names) <==
signal	count
Forward_RS_Flag_Out	2
Fwd_RS1_Result_Out	32
Fwd_RS2_Result_Out	32
stall_ctrl_out	1
==> critical path, cell delays in order <==
cell and delay (ns):
clkdlybuf4s50_1 0.51, xnor2_1 0.17, nand2_1 0.14, or2_2 0.70
a31oi_1 0.26
==> per-stage QoR <==
step           power [mW]   util  instances
2_1_floorplan       0.601      -        430
3_3_place_gp        0.787  0.466        772
3_5_place_dp        0.788  0.466        772
4_1_cts              1.29  0.508        854
5_1_grt              1.36  0.508        854
6_report             1.28  0.508        854
==> power breakdown <==
| group | internal [mW] | switching (mW) |
|---|---|---|
| Sequential | 0.434 | 0.00952 |
| Combinational | 0.154 | 0.138 |
| Clock | 0.313 | 0.229 |
| Total | 0.901 | 0.376 |
==> cell type report <==
cell class	instances	area, µm²
Clock buffer	9	225
Clock inverter	74	333
Fill cell	1222	6570
Inverter	1	3.75
Multi-Input combinational cell	315	1880
Sequential cell	67	2000
Tap cell	176	220
Timing Repair Buffer	212	2110
==> placed cells by master, fill, tap and decap left out <==
master	synthesis	layout
clkbuf_16	0	9
or3_1	2	2
and3_1	2	2
or2_1	4	3
a31oi_1	51	51
o21ai_0	34	34
xnor2_1	22	22
xor2_1	8	8
clkdlybuf4s50_1	0	193
edfxtp_1	66	66
inv_1	2	71
clkinvlp_2	0	2
nand3_2	2	2
nand2_1	2	2
dfxtp_1	1	1
buf_4	0	16
bufinv_16	0	2
nor3_1	66	66
o31a_2	0	2
buf_12	0	3
o21ai_1	30	30
nand3_1	68	68
or4_1	1	1
or2_2	0	1
a31oi_2	13	13
nor2_1	7	5
nor2_2	0	2
o31a_1	3	1
==> per-layer routing <==
layer | track usage | vias up | routed length, µm
met5 | 0 | - | 0
met2 | 0.340 | 327 | 7440
met1 | 0.289 | 2104 | 5770
met4 | 0.0906 | 0 | 398
met3 | 0.103 | 32 | 1990
li1 | - | 2153 | -
==> worst max-delay path by stage <==
stage	cells after the start	slack, ns	start	endpoint
4_1_cts	5	0.72	ID_RS2_Addr_In[3]	Fwd_RS2_Result_Out[24]
5_1_grt	5	0.57	ID_RS2_Addr_In[3]	Fwd_RS2_Result_Out[24]
6_report	5	0.66	ID_RS2_Addr_In[3]	Fwd_RS2_Result_Out[24]
==> kinds of logic (layout without fill, tap and decap cells) <==
kind of cell,count (synthesis),count (layout),share of synthesized area
simple gates,154,154,0.189
compound gates,131,131,0.200
flops,67,67,0.483
buf+inv,48,296,0.0658
xor+xnor,30,30,0.0633
Power and IR drop assume default switching activity.
