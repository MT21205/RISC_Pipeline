### run.sh
#!/bin/bash
# OpenROAD 26Q1-2900-gdf79404cd8, Yosys 0.63+post, stock flow scripts
make -C /OpenROAD-flow-scripts/flow DESIGN_CONFIG=/design/flow/config.mk WORK_HOME=/design/flow/orfs finish
### config.mk
export PLATFORM = sky130hd
export DESIGN_NAME = EX
export DESIGN_NICKNAME = EX
export VERILOG_FILES = /design/flow/design.v
export SDC_FILE = /design/flow/constraint.sdc
export NUM_CORES = 4
export LEC_CHECK = 1
export CORE_UTILIZATION = 40
### constraint.sdc
current_design EX

set clk_period 26.3
set clk_io_pct 0.2

create_clock -name clk0 -period $clk_period

set non_clock_inputs [all_inputs -no_clocks]
set_input_delay [expr $clk_period * $clk_io_pct] -clock clk0 $non_clock_inputs
set_output_delay [expr $clk_period * $clk_io_pct] -clock clk0 [all_outputs]
### design.v
`timescale 1ns / 1ps
module EX(
            input[31:0] Operand_A_val_In,
            input[31:0] Operand_B_val_In,
            input[31:0] RD_Data_In,
            input[31:0] Immx_Data_In,
            input[4:0] Inst_Type_In,
            input[4:0] RD_Addr_In,
            input[9:0] Operation_Type_In,
            output reg isBranchTaken_Out,
            output reg[31:0] Result_Out,
            output reg[31:0] Operand_B_Out,
            output reg[4:0] Inst_Type_Out,
            output reg[4:0] RD_Addr_Out
    );
    integer i, out;
    parameter IMMEDIATE_TYPE = 5'b00100;
    parameter REGISTER_REGISTER_TYPE = 5'b01100;
    parameter LOAD_TYPE = 5'b00000;
    parameter STORE_TYPE = 5'b01000;
    parameter BRANCH_TYPE = 5'b11000;
    parameter MAC_TYPE = 5'b11111;
    parameter REG_CNT = 32; 
    parameter AND = 10'b0000000111;
    parameter OR = 10'b0000000110;
    parameter ADD = 10'b0000000000;
    parameter SUB = 10'b0100000000;
    parameter SLL = 10'b0000000001;
    parameter SRA = 10'b0100000101;
    reg [31:0] Temp_EX_Reg_Mem [0:REG_CNT-1];
    initial
    begin
        isBranchTaken_Out <= 1'd0;
        Result_Out <= 32'dx;
        Operand_B_Out <= 32'd0;
        Inst_Type_Out <= 5'dx;
        RD_Addr_Out <= 5'dx;
    end
    always@(Operand_A_val_In or Operand_B_val_In or RD_Data_In or Immx_Data_In or Inst_Type_In or RD_Addr_In or Operation_Type_In)
    begin
        Inst_Type_Out <= Inst_Type_In;
        RD_Addr_Out <= RD_Addr_In;
        isBranchTaken_Out <= 1'd0;
        case(Inst_Type_In)  
            IMMEDIATE_TYPE : 
                begin
                    Result_Out <= Operand_A_val_In + Immx_Data_In;
                end
            REGISTER_REGISTER_TYPE : 
                begin
                    case(Operation_Type_In)
                        AND : Result_Out <= Operand_A_val_In & Operand_B_val_In;
                        OR  : Result_Out <= Operand_A_val_In | Operand_B_val_In;
                        ADD : Result_Out <= Operand_A_val_In + Operand_B_val_In;
                        SUB : Result_Out <= Operand_A_val_In - Operand_B_val_In;
                        SLL : Result_Out <= Operand_A_val_In << Operand_B_val_In[4:0];
                        SRA : Result_Out <= Operand_A_val_In >>> Operand_B_val_In[4:0];
                        default : Result_Out <= 32'd0;
                    endcase
                end
            LOAD_TYPE :
                begin
                    Result_Out <= Operand_A_val_In + Immx_Data_In;
                end
            STORE_TYPE :
                begin
                    Result_Out <= Operand_A_val_In + Immx_Data_In;
                    Operand_B_Out <= Operand_B_val_In;
                end
            BRANCH_TYPE :
                begin
                    if(Operand_A_val_In == Operand_B_val_In)
                    begin
                        Result_Out <= Immx_Data_In;
                        isBranchTaken_Out <= 1'd1;
                    end
                    else
                    begin
                        Result_Out <= 32'd0;
                        isBranchTaken_Out <= 1'd0;
                    end
                end
            MAC_TYPE :
                begin
                    Result_Out <= RD_Data_In + (Operand_A_val_In * Operand_B_val_In);
                end
            default :
                begin
                    Result_Out <= 32'd0;
                    isBranchTaken_Out <= 1'd0;
                end  
        endcase
    end
endmodule
==> flow_summary_export.csv <==
group,metric,value,unit
logic_synthesis,top_logic_kind,"adder cells",
setup_path,startpoint_type,"primary input",
setup_path,slowest_delay,0.79,ns
route,antenna_left,0,
power_and_ir_drop,peakVddDrop,0.7916,mV
layout,largestRegisters,"Operand_B_Out: 32 flops",
logic_synthesis,ys_cells,3353,
floorplan,fp_util,0.4072,
floorplan,num_io_pins,223,
sta,rsz0062_at_grt,"false",
placed_design,port_buffers,213,
logic_synthesis,synth-simple-area-share,0.1627,
status,outcome,"completed",
sta,fin_crit,19.67,ns
layout,layout-area-overhead-vs-synth,11.96,%
sta,unclocked_regs,32,
job,warning_count,96,
setup_path,end_kind,"output pin",
floorplan,die_w,256.1,µm
sta,tightest_slew,0.9262,ns
logic_synthesis,area_leaders,"fa_1 34%, ha_1 12%, inv_1 8.4%",
setup_path,critPathRequiredTime,21.04,ns
grt,grt_use_total,0.3630,
logic_synthesis,synth_cell_types,88,
placed_design,place.detailed.hpwl,91720,µm
route,num_vias,24523,
logic_synthesis,top_area_frac,0.3418,
sta,slew_headroom,0.3768,
layout,finalInstanceArea,28920,µm²
grt,grt_pass1_vias,25002,
logic_synthesis,largest_area_cell,"fa_1",
logic_synthesis,synth_area,25830,µm²
grt,antenna_found_initial,3,
worst_hold_path,hold_path.class,"in2out",
sta,untimed_endpoints,64,
power_and_ir_drop,p_int,2.531,mW
setup_path,cpMostUsedCell,"fa_1",
route,avgViaCountPerCell,5.683,
logic_synthesis,aoi_share,0.1543,
setup_path,cp_slowest_cell,"clkinv_1",
power_and_ir_drop,sw_frac_of_total,0.6613,
logic_synthesis,postSynthAreaPerCell,7.702,µm²
power_and_ir_drop,leakagePower,13.89,nW
floorplan,coreArea,63430,µm²
placed_design,gp_congestion,1.083,
clocking,cts_setup_buffers,0,
logic_synthesis,ys_area,25830,µm²
logic_synthesis,ys_async_sr_fraction,0,
power_and_ir_drop,power.density,258.4,nW/µm²
logic_synthesis,yosys_warnings,1,
grt,grt_overflow,0,
route,routedWlPerCell,26.07,µm
sta,drv_slew,0,
layout,largest_reg_flops,32,
setup_path,crit_fanout,17,
logic_synthesis,muxShareOfSynthArea,0.03948,
setup_path,critPathKind,"in2out",
route,wirelength,112500,µm
clocking,postCtsHoldBufs,0,
logic_synthesis,numSynthFlops,32,
sta,hold_viol,0,
grt,grt_pass1_wl,166400,µm
grt,grt_max_degree,67,
floorplan,die_y,256.1,µm
sta,tns,0,ns
sta,max_clock_freq,50.85,MHz
logic_synthesis,edf_count,0,
route,firstDrtPassIters,6,
power_and_ir_drop,p_sw,4.941,mW
logic_synthesis,xor_area_frac,0.04612,
layout,final_layout_size_suffix_gt1_frac,0.03692,
floorplan,rows,92,
route,drc,0,
logic_synthesis,ff_type,"dlxtn_1",
route,drt_iter0_markers,2038,
placed_design,post_dp_cell_area,28910,µm²
floorplan,chipArea,65580,µm²
job,drv_cap,0,
sta,finalClockPeriodUsage,0.7477,
layout,regMostFlops,"Operand_B_Out",
logic_synthesis,syn_inst,3353,
setup_path,arrival,14.41,ns
logic_synthesis,yosys.area_share.adder,0.4634,
sta,finalSetupViolCount,0,
clocking,cts_resized,0,
## worst paths after layout
kind,end,cells after the start,slack [ns],startpoint
setup / recovery,Result_Out[30],29,6.63,Operand_A_val_In[6]
hold / removal,RD_Addr_Out[0],0,10.52,RD_Addr_In[0]
## stage by stage
step | setup slack (ns) | power (mW) | hold WS (ns) | util | instances
after floorplan | 7.901 | 4.288 | 10.58 | - | 3353
after global placement | 6.851 | 7.300 | 10.52 | 0.4558 | 4313
after detailed placement | 6.759 | 7.237 | 10.52 | 0.4558 | 4313
after CTS | 6.734 | 7.300 | 10.52 | 0.4558 | 4313
after global routing | 6.181 | 8.076 | 10.52 | 0.4558 | 4313
final | 6.635 | 7.473 | 10.52 | 0.4559 | 4315
## synthesized netlist by cell type (9+ instances only)
cell type  instances
ha_1             251
nor2b_1           14
o21ai_1           24
o211ai_1          19
fa_1             441
a21oi_1          171
o221ai_1          14
xnor2_1           97
nor3_1            47
o21ai_0          155
buf_4             10
o21bai_1          15
buf_1             27
mux2i_1           76
clkinv_1          12
a31oi_1           12
o31ai_1           11
nor2_1           478
nand2b_1          41
or3_1              9
nand2_1          314
mux4_2             9
a2111oi_0         10
inv_1            577
a221oi_1          26
dlxtn_1           32
a21o_1            30
o22ai_1           18
and3_1            13
a211oi_1          28
nor4_1             9
xor2_1            39
nand4_1           10
clkbuf_1         146
nand3_1           31
## final cells by class
cell class                      count  area, µm²
Multi-Input combinational cell   2540      22380
Antenna cell                        2      5.005
Inverter                          595       2233
Tap cell                          846       1059
Sequential cell                    32      480.5
Timing Repair Buffer              300       2758
Fill cell                        6339      34510
## cell usage in the layout (no fill, tap or decap), types with 7 or more instances in the layout
cell type        instances
a21o_1                  30
inv_2                    8
dlxtn_1                 32
xnor2_1                 97
nand2_1                314
o21a_1                   8
clkinv_1                12
ha_1                   251
and3_1                  13
buf_4                   88
o21ai_1                 24
a31oi_1                 12
o22ai_1                 18
a221oi_1                26
inv_1                  575
clkdlybuf4s50_1        207
nand2b_1                41
mux4_2                   9
a211o_1                  8
a21oi_1                171
nor2b_1                 14
nor2_1                 478
nand3_1                 31
o21bai_1                15
nor3_1                  46
a22oi_1                  7
mux2i_1                 76
xor2_1                  39
nor4_1                   9
o31ai_1                 11
a2111oi_0               10
o221ai_1                14
or3_1                    9
o32ai_1                  7
a211oi_1                28
o211ai_1                19
fa_1                   441
nand4_1                 10
a221o_1                  8
o21ai_0                155
## per-layer routing
layer / up-vias / wire length, µm / track usage
li1: 10983 / - / -
met4: 2 / 5976 / 0.1462
met2: 1516 / 46590 / 0.5034
met5: - / 26 / 0.005848
met3: 227 / 15520 / 0.1679
met1: 11795 / 44380 / 0.5008
## critical path, delay by kind of cell
kind / cells / cell delay, ns
adders and majority gates: 9 / 3.75
buffers and inverters: 8 / 2.16
and+or+nand+nor: 6 / 1.59
AOI/OAI and AO/OA: 5 / 1.40
xor gates and xnor gates: 1 / 0.21
## kinds of logic after synthesis
| kind of cell | Yosys count |
|---|---|
| AOI/OAI and AO/OA | 625 |
| xor gates and xnor gates | 136 |
| adders and majority gates | 692 |
| buffers and inverters | 781 |
| latches | 32 |
| muxes | 90 |
| and+or+nand+nor | 997 |
## power groups by stage
stage                 sequential (mW)  clock, mW  combinational [mW]
after CTS                     0.00433          0                7.30
after global routing          0.00465          0                8.07
Power figures rest on the tool's default switching activity, not on a simulated workload.
